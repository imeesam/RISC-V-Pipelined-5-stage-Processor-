==> design/flow/design.v <==
module registerFile(
  input clk,
  input reset,
  input [4:0] rs1,
  input [4:0] rs2,
  input [4:0] rd,
  input [63:0] writedata,
  input reg_write,
  output reg [63:0] readdata1,
  output reg[63:0] readdata2,
  output [63:0] r8,
  output [63:0] r19,
  output [63:0] r20,
  output [63:0] r21,
  output [63:0] r22
);
  integer i;
  reg [63:0] registers [31:0];
  initial
    begin
      registers[0] = 64'd0;
      registers[1] = 64'd0;
      registers[2] = 64'd0;
      registers[3] = 64'd0;
      registers[4] = 64'd0;
      registers[5] = 64'd0;
      registers[6] = 64'd0;
      registers[7] = 64'd0;
      registers[8] = 64'd0;
      registers[9] = 64'd0;
      registers[10] = 64'd0;
      registers[11] = 64'd8;
      registers[12] = 64'd0;
      registers[13] = 64'd0;
      registers[14] = 64'd0;
      registers[15] = 64'd0;
      registers[16] = 64'd0;
      registers[17] = 64'd0;
      registers[18] = 64'd0;
      registers[19] = 64'd0;
      registers[20] = 64'd0;
      registers[21] = 64'd0;
      registers[22] = 64'd0;
      registers[23] = 64'd0;
      registers[24] = 64'd0;
      registers[25] = 64'd0;
      registers[26] = 64'd0;
      registers[27] = 64'd0;
      registers[28] = 64'd0;
      registers[29] = 64'd0;
      registers[30] = 64'd0;
      registers[31] = 64'd0;
    end
  assign r8 = registers[8];
  assign r19 = registers[19];
  assign r20 = registers[20];
  assign r21 = registers[26];
  assign r22 = registers[27];
  always @ (*)
    begin
      if (reset == 1'b1)
        begin
          readdata1 = 64'd0;
          readdata2 = 64'd0;
        end
      else
        begin
          readdata1 = registers[rs1];
          readdata2 = registers[rs2];
        end
    end
  always@(negedge clk)
    begin
      if (reg_write == 1)
        registers[rd] = writedata;
    end
endmodule
==> design/flow/run.sh <==
#!/bin/bash
# OpenROAD 26Q1-2900-gdf79404cd8, Yosys 0.63+post, stock flow scripts
make -C /OpenROAD-flow-scripts/flow DESIGN_CONFIG=/design/flow/config.mk WORK_HOME=/design/flow/orfs finish
==> design/flow/config.mk <==
export PLATFORM = sky130hd
export DESIGN_NAME = registerFile
export DESIGN_NICKNAME = registerFile
export VERILOG_FILES = /design/flow/design.v
export SDC_FILE = /design/flow/constraint.sdc
export NUM_CORES = 4
export LEC_CHECK = 1
export CORE_UTILIZATION = 50
==> design/flow/constraint.sdc <==
current_design registerFile

set clk_period 16.4
set clk_io_pct 0.2

create_clock -name clk0 -period $clk_period [get_ports {clk}]

set non_clock_inputs [all_inputs -no_clocks]
set_input_delay [expr $clk_period * $clk_io_pct] -clock clk0 $non_clock_inputs
set_output_delay [expr $clk_period * $clk_io_pct] -clock clk0 [all_outputs]
==> results.txt <==
Implementation status.

- The run finished with clean final reports.
- The number of global-route vias before repair is between 70000 and 80000.
- The critical path startpoint category is a flop.
- The start point of the worst min-delay path is reset.
- In this run the critical path is formed by mux4_2 -> mux4_2 -> inv_1 -> a2111oi_0 -> clkdlybuf4s50_1.
- The count of clock tree sinks is 2048.
- Yosys mapped the design onto between 50 and 60 distinct sky130hd cell types.
- The region available for standard cell placement spans 186000 µm².
- The initial antenna violation count came to 4.
- The clock transition at the register clock pins on the worst setup and hold paths after CTS is approximately 30 ps.
- Yosys reports that the leading cell type by area covers between 60% and 70% of the netlist area.
- The count of input and output buffers is 529.
- Leaving out fill and tap cells, the most frequent cells in the layout are inv_1 (2116), edfxtp_1 (2048), mux4_2 (1007).
- The die is 436 µm tall.
- For this configuration, the core starts out at a cell density of 50.5%.
- The number of placement rows is 158.
- The transition time at the pin with the least slew margin is 1220 ps.
- The path with the worst hold slack has its endpoint at readdata1[13].
- The cell count after synthesis came out at ~4500.
- The final core utilization is 63.5%.
- The routed design shows a wire length per standard cell of 33.3 µm.
- The longest clock path from root to sink contains 3 buffers.
- The script extracted a total leakage power of 45.8 nW.
- Among logic cells in the layout, the one with the most instances is inv_1.
- The post-detailed-route DRC marker count is 0.
- The data required time of the critical path is 13120 ps.
- Warnings reported by Yosys during synthesis add up to 1.
- The dominant cell type by count on the critical path is mux4_2.
- TritonCTS built the clock tree.
- The largest total area in the synthesized netlist belongs to edfxtp_1.
- The number of instances on the worst hold path is 3.
- The horizontal die dimension reported for this design is 436 µm.
- The cell total in the yosys stat output is ~4500.
- The total overflow reported by the global router is 0.
- The number of top-level pins is between 500 and 600.
- The tree is rooted in a clkbuf_16.
- The script reports the combined buffer and inverter count of the critical path as 2.
- For reference, the post-synthesis area per instance comes to 21.0 µm².
- The first detailed-routing pass took 6 iterations.
- After detailed routing, the number of vias per cell comes to 6.16.
- By area the synthesized netlist is led by edfxtp_1 (65%), mux4_2 (24%), mux2_2 (1.8%), o22ai_1 (1.4%), mux2i_1 (1.3%).
- The number of failing setup endpoints in the final timing report is 0.
- The endpoint class of the critical path is an output pin.
- The worst-case IR drop observed on VDD is between 100 and 150 µV.
- Per the post-route antenna check, the number of violating nets is 0.
- At the worst endpoint, the arrival time is roughly 12000 ps.
- The async set-reset flop share out of synthesis is 0%.
- Yosys reports a chip area of 94100 µm².
- The power per cell area is between 100 and 150 nW/µm².
- The delay of the slowest critical-path stage is between 1000 and 1500 ps.
- The post-cts hold buffer count is 0.
- The kind of cell adding the most delay to the critical path is AND-OR/OR-AND gates.
- The number of synthesized register bits is roughly 2000.
- Of the synthesized area, sequential elements account for 65.4%.
- The top flip-flop cell by instance count after synthesis is edfxtp_1.
- The clock H-tree reported by CTS has 4 levels.
- Max-slew check failures listed in the final report amount to 0.
- The type recorded for the worst min-delay path is input port to output pin.
- The number of hold-slack violations in the final timing report is 0.
- After clock tree synthesis, the repair step resized 0 gates.
- The setup path with the least slack is of type flop to output pin.
- The post-synthesis instance area is 94100 µm².
- The layout cell share with drive strength beyond 1 is 25.2%.
- The wire length of the first global-routing pass is 466000 µm.
- The overall via count from detail_route is approximately 61000.
- The all-layer global routing usage is 39.8%.
- Summed over all layers, the routed wires come to 329000 µm.
- The aggregate negative setup slack is 0 ps.
- The slowest stage cell on the critical path is a2111oi_0.
- CTS added clock buffers totalling 222.
- The register with the most flip-flops in the layout has 2048 of them.
- Per the run summary, max-cap violations total 0.
- The DRC marker count from the first detailed-route iteration is 3867.
- The total setup buffers inserted after CTS is 0.
- The worst pin sits at a relative slew slack of 16.9%.
- The largest net degree at the start of global routing is 73.
- The relative area change from synthesis to final layout is 25.7%.
- The logs give a warning total of just over 1000.
- Setup repair after global routing left no endpoint under its margin.
- The final weighted congestion in routability-driven placement is 0.919.
- In the placement report, post-DP HPWL is listed as 197000 µm.
- The count of library flops with an enable pin is just over 2000.
- The chip occupies between 150000 and 200000 µm².
- The highest fanout seen on the critical path is 3.
## through the flow
step	worst slack, ps	cell area, µm²	std cells	hold slack [ps]	power [mW]
after floorplan	1100	94100	4473	6870	7.27
after global placement	2060	103000	7407	7560	7.72
after detailed placement	2040	103000	7407	7550	7.72
after CTS	1490	118000	9872	7560	14.1
after global routing	1180	118000	9872	7600	14.8
final	1400	118000	9875	7560	13.9
## final cells by class
| type | instances | area, µm² |
|---|---|---|
| clock buffer | 224 | 5610 |
| sequential | 2048 | 61500 |
| inverter | 7 | 31.3 |
| tap | 2480 | 3100 |
| multi-input combinational | 2057 | 30800 |
| antenna | 3 | 7.51 |
| timing repair buffer | 814 | 7680 |
| fill | 12861 | 68000 |
| clock inverter | 2242 | 9530 |
## worst max-delay path by stage
stage | from | endpoint | slack [ps] | cells past startpoint
CTS | registers[19][35]$_DFFE_NP_ | readdata1[35] | 1490 | 5
global route | registers[19][35]$_DFFE_NP_ | readdata1[35] | 1180 | 5
finish | registers[20][35]$_DFFE_NP_ | readdata1[35] | 1400 | 5
## kinds of logic (layout without fill, tap and decap cells)
| group | after synthesis | after routing | share of synthesized area [%] |
|---|---|---|---|
| other | 0 | 3 | 0 |
| multiplexers | 1273 | 1273 | 27.1 |
| AND/OR/NAND/NOR | 334 | 334 | 1.85 |
| flip-flops | 2048 | 2048 | 65.4 |
| AND-OR/OR-AND | 450 | 450 | 3.37 |
| buffers and inverters | 368 | 3287 | 2.28 |
## cells in the mapped netlist, types with 9 or more instances
master and number:
a211oi_1 31, a21oi_1 25, a221o_1 18, a221oi_1 23, a22o_1 20, a22oi_1 33
a32o_1 14, buf_1 24, buf_2 118, buf_4 69, buf_6 36, clkbuf_1 105
edfxtp_1 2048, mux2_2 148, mux2i_1 118, mux4_2 1007, nand2_1 82, nand2b_1 11
nand3_1 14, nor2_1 64, nor2b_1 30, nor3_1 33, nor4_1 50, nor4b_1 16
o21ai_0 23, o221ai_1 9, o22ai_1 206
## report_power, final
group	internal [mW]	leakage [nW]	switching, mW	total, mW
Sequential	5.87	18.4	0.0313	5.90
Clock	3.65	14.7	3.36	7.01
Combinational	0.453	12.7	0.570	1.02
## worst min-delay path, cell delays in order
cell and delay (ps):
buf_6 410, nor4_1 150, clkdlybuf4s50_1 400
## metal layers
metal	part of all wire (%)	global-route usage, %
met2	47	53.1
met1	30	47.8
met5	0.18	2.39
met4	4.8	18.7
met3	18	32.7
Power figures rest on the tool's default switching activity, not on a simulated workload.
